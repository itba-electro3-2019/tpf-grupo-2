===== flow/run.sh =====
#!/bin/bash
# OpenROAD 26Q1-2900-gdf79404cd8, Yosys 0.63+post, stock flow scripts
make -C /OpenROAD-flow-scripts/flow DESIGN_CONFIG=/design/flow/config.mk WORK_HOME=/design/flow/orfs finish

===== flow/config.mk =====
export PLATFORM = sky130hd
export DESIGN_NAME = Barrad
export DESIGN_NICKNAME = Barrad
export VERILOG_FILES = /design/flow/design.v
export SDC_FILE = /design/flow/constraint.sdc
export NUM_CORES = 4
export LEC_CHECK = 1
export CORE_AREA = 10 10 97 97
export DIE_AREA = 0 0 107 107

===== flow/constraint.sdc =====
current_design Barrad

set clk_period 2.5
set clk_io_pct 0.2

create_clock -name clk0 -period $clk_period [get_ports {clk}]

set non_clock_inputs [all_inputs -no_clocks]
set_input_delay [expr $clk_period * $clk_io_pct] -clock clk0 $non_clock_inputs
set_output_delay [expr $clk_period * $clk_io_pct] -clock clk0 [all_outputs]

===== flow/design.v =====
module Barrad(puls3, puls4, clk, posbarrady);
    input clk;
    input puls3;
    input puls4;
    output reg [9:0] posbarrady=220;
    reg clk3;
    reg [16:0] temp1=0;
    always @(posedge clk) begin
        temp1=temp1+1;
        clk3=temp1[16];
    end
    always@(posedge clk3)begin
        if(~puls3)begin
            posbarrady=posbarrady-1;
            if (posbarrady<=10) posbarrady=10;
            else posbarrady=posbarrady;          
            end
        else if(~puls4)begin
            posbarrady=posbarrady+1;
            if (posbarrady>=370) posbarrady=370;
            else posbarrady=posbarrady;
            end
        else posbarrady=posbarrady;
    end
endmodule

==> out/summary.txt <==
Yosys Instances - 193
CTS tree - yes
Antenna cells - 0
# DRC - 0
Proportion of layout cells with a drive suffix above 1 - 9.79%
Post-DP HPWL - 2560 um
Final tally of setup violations - 0
Synth warnings - 1
Final min period - 1.57 ns
Worst setup EP type - flip-flop
Top_reg_cell synth - dfxtp_1
Die area - 11400 um2
Max frequency - 637 MHz
CTS Root Cell - clkbuf_8
EDFF count, synth - 10
Synth Instances - 193
Postcts setup bufs - 0
Reg2Reg Depth - 5
Worst R2R Setup Slack - 0.93 ns
Number of global-route vias before repair - 1236
RSZ-0062 raised after global routing - false
P&R area growth vs syn - 11.6%
Status - complete, no violations
Number of unconstrained endpoints - 30
Drt total wl - 3420 um
Area reported by Yosys stat - 1800 um2
H-tree depth - 1
Static leakage - 0.651 nW
Via/cell ratio - 4.57
Drt first pass iters - 4
Average size of a mapped cell - 9.31 um2
Share of flip-flops with an asynchronous set or reset - 0%
Final Cycle Share - 62.8%
CTS Buffer Depth - 2
Die Y - 107 um
Seq share, synth - 36.8%
Die W - 107 um
Critical path startpoint - temp1[2]
Num rows - 31
Data required time of the critical path - 2.67 ns
CP Max Fanout - 5
Port bufs - 12
Tot Pwr - 496 uW
Aggregate global routing overflow - 0
Synth flops - 28
Max cap viols - 0
First-pass GRT wire length - 5810 um
Final ANT Viol Nets - 0
Largest net degree at the start of global routing - 18
CTS buffer count - 3
Worst vdd ir - 341 uV
Fin. max-slew vios - 0
Kind of critical path - reg -> reg
Syn Std Cell Area - 1800 um2
Worst hold path type - reg -> reg
Hold buffer count at CTS - 0
Worst-case hold path end point - temp1[0]
Reg2reg start - temp1[2]
Arrival time worst endpoint - 1.74 ns
Antenna violations before repair - 0
Pwr/cell area - 247 nW/um2
R2R Path End - temp1[16]
Routed length per placed instance - 11.7 um
WHS Path Cells - 1
Setup TNS - 0 ns
Vias - 1340
Count of tool warnings - 27
Worst-path clk slew - 0.06 ns
Overall routing resource usage - 5.89%
Drt initial violations - 16
Insertion Delay late pin - 0.24 ns
Hold path start - temp1[0]
Worst Skew - 0.00118 ns
Floorplan core density - 24.6%
CP startpoint kind - flip-flop
Cell Type Count - 52
I/O pin count - 13
Post-CTS Resized - 0
Worst slew margin - 55.4%
Worst-margin pin slew - 0.668 ns
Placer congestion estimate - 0.863
Core area - 7290 um2
Register pins left without a clock - 10
Hold Violations, Final - 0
## layout make-up
type                    count  area [um2]
clock buffers               3        41.3
flip-flops and latches     28         661
fillers                   795        5290
inverters                   8        30.0
multi-input cells         143        1030
well taps                  99         124
repair buffers             12         120
## cells in the mapped netlist (2+ instances only)
cell / instances / area share [%]
nor2b_1: 4 / 1.4
nand3_1: 9 / 2.5
nor3b_1: 2 / 0.84
nor2_1: 14 / 2.9
buf_2: 5 / 1.4
nand2b_1: 4 / 1.4
xor2_1: 6 / 2.9
xnor2_1: 15 / 7.3
or2_2: 3 / 1.0
mux2_2: 2 / 1.3
a21oi_1: 2 / 0.56
clkbuf_1: 5 / 1.0
a211oi_1: 4 / 1.7
o22ai_1: 4 / 1.4
dfxtp_1: 18 / 20
o21bai_1: 3 / 1.3
ha_1: 4 / 2.8
inv_1: 8 / 1.7
mux2i_1: 4 / 2.2
nor4_1: 3 / 1.0
nand2_1: 12 / 2.5
and4_1: 2 / 0.98
buf_6: 2 / 1.3
o21a_1: 2 / 0.84
and3_1: 3 / 1.0
nor3_4: 2 / 1.8
nand4_1: 6 / 2.1
nor3_1: 8 / 2.2
o21ai_0: 5 / 1.4
edfxtp_1: 10 / 17
## cells by family after synthesis
family,count (synthesis),share of synthesized area [%]
AND/OR/NAND/NOR,80,26.3
AND-OR/OR-AND,32,14.5
flip-flops,28,36.8
buffers and inverters,22,5.99
XOR/XNOR,21,10.2
multiplexers,6,3.48
adder cells (fa/ha/maj),4,2.79
## worst max path at each step
stage          endpoint  slack (ns)
finish        temp1[16]        0.93
global route       clk3        0.78
CTS           temp1[16]        0.93
## through the flow
stage	cell area (um2)	instances	utilization [%]	hold WS [ns]	setup WS [ns]
floorplan	1800	193	-	0.391	1.11
global placement	1960	290	26.9	0.408	1.02
detailed placement	1960	290	26.9	0.417	0.987
CTS	2000	293	27.5	0.431	0.926
global route	2000	293	27.5	0.469	0.777
finish	2000	293	27.5	0.431	0.931
## power breakdown
part | total, mW | leakage, nW | switching [mW] | internal [mW]
clock network | 0.189 | 0.0216 | 0.0819 | 0.107
registers | 0.290 | 0.243 | 0 | 0.290
logic | 0.0174 | 0.386 | 0.0107 | 0.00669
## registers in the layout, summed over array words and instances, names as in the netlist
| register | count |
|---|---|
| clk3 | 1 |
| posbarrady | 10 |
| temp1 | 17 |
## worst max-delay path, cell delays in order (launching register included)
cell and delay, ns:
dfxtp_1 0.39, and4_1 0.26, and3_1 0.19, nand4_1 0.20, nor3_1 0.27, xor2_1 0.18
## layout by cell type, fill, tap and decap left out, types with 4 or more instances in the layout
master / count
nor2b_1: 4
nand3_1: 9
nand2_1: 12
nand4_1: 6
nor3_1: 8
a211oi_1: 4
xnor2_1: 15
clkdlybuf4s50_1: 12
ha_1: 4
o21ai_0: 5
nor2_1: 14
dfxtp_1: 18
edfxtp_1: 10
o22ai_1: 4
inv_1: 8
mux2i_1: 4
xor2_1: 6
nand2b_1: 4
## metal layers
| metal | GRT usage (%) | vias to the layer above | share of wire (%) |
|---|---|---|---|
| li1 | - | 707 | - |
| met1 | 8.27 | 609 | 49 |
| met2 | 9.53 | 22 | 45 |
| met3 | 1.15 | 2 | 5.2 |
| met4 | 0.580 | 0 | 0.53 |
| met5 | 0 | - | 0 |
Power figures rest on the tool's default switching activity, not on a simulated workload.
