`design/flow/run.sh`:
```
#!/bin/bash
# OpenROAD 26Q1-2900-gdf79404cd8, Yosys 0.63+post, stock flow scripts
make -C /OpenROAD-flow-scripts/flow DESIGN_CONFIG=/design/flow/config.mk WORK_HOME=/design/flow/orfs finish
```
`design/flow/config.mk`:
```
export PLATFORM = sky130hd
export DESIGN_NAME = position
export DESIGN_NICKNAME = position
export VERILOG_FILES = /design/flow/design.v
export SDC_FILE = /design/flow/constraint.sdc
export NUM_CORES = 4
export LEC_CHECK = 1
export CORE_UTILIZATION = 30
```
`design/flow/constraint.sdc`:
```
current_design position

set clk_period 3.3
set clk_io_pct 0.2

create_clock -name clk0 -period $clk_period [get_ports {clk}]

set non_clock_inputs [all_inputs -no_clocks]
set_input_delay [expr $clk_period * $clk_io_pct] -clock clk0 $non_clock_inputs
set_output_delay [expr $clk_period * $clk_io_pct] -clock clk0 [all_outputs]
```
`design/flow/design.v`:
```
module position(clk, posx, posy, posbarraiy, posbarrady, vidasi, vidasd, pierdei, pierded);
    input clk;
    input [9:0] posbarraiy;
    input [9:0] posbarrady;
    output reg [9:0] posx=280;
    output reg [9:0] posy=220;
	output reg[2:0] vidasi=7;
	output reg[2:0] vidasd=7;
	output pierdei;
	output pierded;
    reg clk2;
    reg [18:0] temp=0;
    reg dirx=0;
    reg diry=0;
    always @(posedge clk) begin
        temp=temp+1;
        clk2=temp[16];
    end
	assign pierdei = (vidasi == 0 ?  1 : 0);
	assign pierded = (vidasd == 0 ?  1 : 0);
    always @(posedge clk2) begin
        if (dirx==0 & diry==0) begin
            posx=posx+1;
            posy=posy+1;
            if (posx>=610) begin
				posx=280;
				posy=220;
				vidasd=vidasd-1;
				dirx=1;
			end
            else dirx=0;
            if (posy>=460) diry=1;
            else diry=0;
            if(posx>=30 & posx<=40 & posy>=posbarraiy & posy<=posbarraiy+100) 
            begin
            dirx=1;
            diry=0;
            end
            else if(posx<=600 & posx>=588 & posy>=posbarrady & posy<=posbarrady+100)
            begin
            dirx=1;
            diry=0;
            end
        end
        else if (dirx==1 & diry==0) begin
            posx=posx-1;
            posy=posy+1;
            if (posx<=10) begin
				posx=280;
				posy=220;
				vidasi=vidasi-1;
				dirx=0;
			end
            else dirx=1;
            if (posy>=460) diry=1;
            else diry=0;
            if(posx>=30 & posx<=40 & posy>=posbarraiy & posy<=posbarraiy+100) 
            begin
            dirx=0;
            diry=0;
            end
            else if(posx<=600 & posx>=588 & posy>=posbarrady & posy<=posbarrady+100)
            begin
            dirx=0;
            diry=0;
            end
        end
        else if (dirx==0 & diry==1) begin
            posx=posx+1;
            posy=posy-1;
            if (posx>=610) begin
				posx=280;
				posy=220;
				vidasd=vidasd-1;
				dirx=1;
			end
            else dirx=0;
            if (posy<=10) diry=0;
            else diry=1;
            if(posx>=30 & posx<=40 & posy>=posbarraiy & posy<=posbarraiy+100) 
            begin
            dirx=1;
            diry=1;
            end
            else if(posx<=600 & posx>=588 & posy>=posbarrady & posy<=posbarrady+100)
            begin
            dirx=1;
            diry=1;
            end
        end
        if (dirx==1 & diry==1) begin
            posx=posx-1;
            posy=posy-1;
            if (posx<=10)begin
				posx=280;
				posy=220;
				vidasi=vidasi-1;
				dirx=0;
			end
            else dirx=1;
            if (posy<=10) diry=0;
            else diry=1;
            if(posx>=30 & posx<=40 & posy>=posbarraiy & posy<=posbarraiy+100) 
            begin
            dirx=0;
            diry=1;
            end
            else if(posx<=600 & posx>=588 & posy>=posbarrady & posy<=posbarrady+100)
            begin
            dirx=0;
            diry=1;
            end
        end        
    end
endmodule
```
==> impl_metrics.ini <==
; physical design summary
[status]
status = finished, final reports clean

[timing]
setup_tns_ps = 0
holdWs_ps = 398
setup_slack_ps = 1860
setup_viol = 0
drv_slew = 0
worst_pin_slew_ps = 875
max-slew-margin-rel_pct = 41.6
fin_crit_ps = 1440
unclocked_regs = 28
fmax_ghz = 0.694
hold_violations = 0
finalCritPeriodShare_pct = 43.6
rsz0062_at_grt = false
finClkSkew_ps = 0.968
untimed_endpoints = 59

[logic_synthesis]
synth-seq-cells = 46
synth-edff-count = 3
ys_dominant_reg_cell = dfxtp_1
avgSynthCellArea_sq_um = 7.66
seq_area_frac_synth_pct = 11.4
ys_warn_count = 1
synth.distinct_cells = 90
synth-async-reset-ratio_pct = 0
ys_cells = 1085
syn_inst = 1085
synth-area-yosys_sq_um = 8310
syn-cell-area_sq_um = 8310

[power_and_ir_drop]
irDropWorstVdd_mv = 0.297
p_per_area_nw_per_um2 = 90.0
power.leakage_nw = 4.02

[cts]
cts_root_buf = clkbuf_16
cts_buffers = 3
cts_tree = done
cts-resized-gates = 0
hold_buffers = 0
clkTransAtPathRegs_ps = 50
postCtsSetupBuffers = 0
h-tree-depth = 1
insertion_delay_ps = 240
clock_path_buffers = 2

[die]
initial_utilization_pct = 30.7
core_area_sq_um = 27000
chipWidth_microns = 168
die_area_sq_um = 28400
rows = 60
ios = 49
fp.dieH_microns = 168

[detailed_routing]
dr.pass1.iters = 6
wl_per_cell_microns = 17.3
num_vias = 7886
drtIter0Drc = 600
route.detailed.drc = 0
drt_wl_total_mm = 24.7
via_per_inst = 5.51
antenna_left = 0
diodes = 0

[setup_path]
critPathLaunch = temp[0]
arrival_ps = 1570
cp_slowest_stage_delay_ps = 350
r2r_cells = 6
path_class = reg2reg
crit_cells = 6
crit_path_end_kind = register
cp.required_ps = 3430
slowest_stage = dfxtp_1
path_cells = ha_1 > nand3_1 > nor2_1 > and2_1 > nand4_1 > xnor2_1
crit_path_max_fanout = 4
path_buffers = 0
start_kind = register
crit-reg2reg-launch = temp[0]
crit_family = simple AND/OR/NAND/NOR gates

[job]
tool_warnings = 43
drv_cap = 0

[min_path]
hold_depth = 1
min_from = temp[0]
holdCritPathClass = reg2reg

[global_route]
grt_pass1_vias = 7224
grt_max_degree = 49
grt_remaining_overflow = 0
grt_pass1_wl_mm = 40.1
grt_antenna_before_repair = 0
track_usage_pct = 17.9

[placed_design]
dp_hpwl_mm = 20.0
preCtsSetupSlack_ps = 1860
dp.cells = 1428
gp_congestion = 0.973
postPlaceCellArea_sq_um = 9040
io_buffers = 48

[finish]
n_fill_cell = 2814
lay_top_cells = 164 x ha_1, 100 x nand2_1, 76 x nor2_1, 68 x a21oi_1
syn_to_final_growth_pct = 9.83
postLayoutCellArea_sq_um = 9130
fin_cells = 1432
drive_gt1_share_pct = 3.48
lay_top_count = ha_1
## per-layer routing
layer	GRT usage, %	routed length, microns
met1	26.4	11800
met4	4.66	730
met2	28.8	11000
met5	0	0
met3	0.718	1200
## power breakdown
group	switching, mW	leakage (nW)	internal, mW	total, mW
clock	0.0722	0.0442	0.184	0.256
combinational	0.198	3.59	0.150	0.348
sequential	0	0.384	0.218	0.218
## state kept, by name, indices dropped and copies added (netlist names)
| name | flops |
|---|---|
| clk2 | 1 |
| vidasi | 3 |
| temp | 17 |
| posy | 10 |
| posx | 10 |
| vidasd | 3 |
| dirx | 1 |
| diry | 1 |
## synthesized netlist by cell type (5+ instances only)
cell type | count | share of area (%)
or2_2 | 6 | 0.45
a21boi_0 | 5 | 0.45
o22ai_1 | 9 | 0.68
xnor2_1 | 53 | 5.6
nand3_1 | 37 | 2.2
o21ai_0 | 55 | 3.3
clkbuf_1 | 37 | 1.7
a21oi_1 | 68 | 4.1
and3_1 | 8 | 0.60
inv_1 | 55 | 2.5
xor2_1 | 24 | 2.5
mux2i_1 | 8 | 0.96
a31oi_1 | 8 | 0.60
buf_2 | 7 | 0.42
and2_1 | 12 | 0.90
o21a_1 | 16 | 1.4
nand4_1 | 21 | 1.6
a211o_1 | 5 | 0.53
a21o_1 | 24 | 2.2
nor2_1 | 76 | 3.4
dfxtp_1 | 43 | 10
and4_1 | 6 | 0.63
a211oi_1 | 12 | 1.1
nand2b_1 | 22 | 1.7
or3_1 | 9 | 0.68
nand4b_1 | 7 | 0.74
nor3_1 | 18 | 1.1
o2111ai_1 | 6 | 0.63
o31ai_1 | 12 | 1.1
nor4b_1 | 7 | 0.74
ha_1 | 164 | 25
o21bai_1 | 5 | 0.45
nor4_1 | 6 | 0.45
nor2b_1 | 12 | 0.90
o211ai_1 | 10 | 0.90
a2111oi_0 | 12 | 1.3
nand2_1 | 100 | 4.5
## final timing paths
path / slack [ps] / to
worst max-delay path: 1860 / temp[14]
worst min-delay path: 400 / temp[0]
worst max register to register: 1860 / temp[14]
worst min register to register: 400 / temp[0]
## kinds of logic (layout without fill, tap and decap cells)
| kind of cell | Yosys count | after routing | synth area share [%] |
|---|---|---|---|
| simple gates | 373 | 373 | 23.4 |
| compound gates | 305 | 305 | 25.4 |
| fa+ha+maj | 164 | 164 | 24.7 |
| buf+inv | 108 | 114 | 5.27 |
| xor+xnor | 78 | 78 | 8.31 |
| flops | 46 | 46 | 11.4 |
| mux | 11 | 11 | 1.51 |
## layout make-up
| class | count | area, sq um | area share (%) |
|---|---|---|---|
| clock buffers | 4 | 88.8 | 0.973 |
| inverters | 55 | 206 | 2.26 |
| multi-input cells | 931 | 6920 | 75.8 |
| flip-flops and latches | 46 | 951 | 10.4 |
| well taps | 341 | 427 | 4.67 |
| repair buffers | 55 | 533 | 5.84 |
## through the flow
| stage | utilization (%) | power (mW) |
|---|---|---|
| detailed placement | 33.4 | 0.562 |
| global route | 33.8 | 0.882 |
| CTS | 33.8 | 0.824 |
| floorplan | - | 0.453 |
| finish | 33.8 | 0.821 |
| global placement | 33.4 | 0.558 |
Power is estimated from default activity; no workload was simulated.
